==> design.v <==
`timescale 1ns / 1ps
module glitch_trigger(
    input sc_clk,
    input sc_io,
    input sc_reset,
    input prog_clk,
    input prog_reset,
    input prog_io,
    output trigger,
    output led_out,
    output led_out_2,
    output led_out_3
    );
assign led_out_3 = prog_reset;
reg [1:0] wait_io_edge;
reg [1:0] wait_clk_edge;
reg [1:0] internal_io_edge;
reg [1:0] internal_reset;
reg [32:0] ctr_io;
reg [32:0] ctr_clk;
assign led_out = wait_clk_edge;
assign led_out_2 = wait_io_edge;
assign trigger = wait_clk_edge;
reg [32:0] CLK_EDGE_TARGET = 13255;
reg [32:0] IO_EDGE_TARGET = 720;
initial
begin
    CLK_EDGE_TARGET <= 13255;
    IO_EDGE_TARGET <= 720;
end
reg [1:0] prog_state_io;
reg [1:0] prog_state_clk;
reg [8:0] prog_shift;
reg [1:0] prog_wait_state = 0;
always @(posedge prog_clk)
begin
    if(prog_reset == 0)          
    begin         
        prog_shift <= 0;
        prog_wait_state <= 1;
    end
    else
    begin
        if(prog_wait_state == 1)
        begin
            if(prog_io == 1)
            begin
                IO_EDGE_TARGET <= 0;
                prog_state_io <= 1;
                prog_state_clk <= 0;
            end
            else
            begin
                CLK_EDGE_TARGET <= 0;
                prog_state_io <= 0;
                prog_state_clk <= 1;
            end
            prog_wait_state <= 0;
        end
        else
        begin
            if(prog_state_io == 1)   
            begin
                IO_EDGE_TARGET <= IO_EDGE_TARGET + (prog_io << prog_shift);
            end
            else if(prog_state_clk == 1)
            begin
                CLK_EDGE_TARGET <= CLK_EDGE_TARGET + (prog_io << prog_shift);
            end
            prog_shift <= prog_shift + 1;
        end
    end
end
always @(posedge sc_clk)
begin
    if (sc_reset == 0)
    begin
        wait_io_edge <= 0;
        wait_clk_edge <= 0;
        ctr_io <= 0;
        ctr_clk <= 0;
        internal_reset <= 0;
        internal_io_edge <= 0;
    end
    else
    begin
        if(sc_io == 1 && internal_io_edge == 0)
        begin
            ctr_io <= ctr_io + 1;
            if(ctr_io > IO_EDGE_TARGET)
            begin
                wait_io_edge <= 1;
            end
        end
        internal_io_edge <= sc_io;
        if(wait_io_edge == 1 && wait_clk_edge == 0)
        begin
            ctr_clk <= ctr_clk + 1;
        end
        if(ctr_clk > CLK_EDGE_TARGET)
        begin
            wait_clk_edge <= 1;
        end
    end
end
endmodule
==> run.sh <==
#!/bin/bash
# OpenROAD 26Q1-2900-gdf79404cd8, Yosys 0.63+post, stock flow scripts
make -C /OpenROAD-flow-scripts/flow DESIGN_CONFIG=/design/flow/config.mk WORK_HOME=/design/flow/orfs finish
==> config.mk <==
export PLATFORM = sky130hd
export DESIGN_NAME = glitch_trigger
export DESIGN_NICKNAME = glitch_trigger
export VERILOG_FILES = /design/flow/design.v
export SDC_FILE = /design/flow/constraint.sdc
export NUM_CORES = 4
export LEC_CHECK = 1
export CORE_UTILIZATION = 40
==> constraint.sdc <==
current_design glitch_trigger

set clk_period 17.6
set clk_io_pct 0.2

create_clock -name clk0 -period $clk_period [get_ports {prog_clk}]
create_clock -name clk1 -period $clk_period [get_ports {sc_clk}]

set non_clock_inputs [all_inputs -no_clocks]
set_input_delay [expr $clk_period * $clk_io_pct] -clock clk0 $non_clock_inputs
set_output_delay [expr $clk_period * $clk_io_pct] -clock clk0 [all_outputs]
==> Slide: Implementation Results <==
Flow Results at a Glance

Outcome
  • Status: finished, final reports clean

Routing
  • # DRC: 0
  • N_diodes: 0
  • Iter 0 DRT Violations: 486
  • 1st-pass router iterations: 7
  • Routed length per instance: 16.3 µm
  • Final WL: 28400 µm
  • Vias: 9513
  • Via density: 5.45
  • Final ANT Viol Nets: 0

Clocking
  • CTS tree: yes
  • Cts repair resizes: 0
  • CTS Sinks: 147
  • Post-CTS Setup Inserts: 0
  • CTS Hold Buffers Added: 0
  • Worst-path clk slew: 0.06 ns

Die
  • DIE WIDTH: 173 µm
  • Row cnt: 62
  • Core ar.: 28700 µm²
  • I/O Pins: 10
  • Initial Util: 0.407
  • Die ar.: 29900 µm²
  • Die H: 173 µm

Synthesis
  • Post-synth mux share: 0.00708
  • Main logic family: simple AND/OR/NAND/NOR gates
  • Synth Area in Compound Gates: 0.175
  • Synth Cell Area: 11700 µm²
  • Yosys Chip Area: 11700 µm²
  • Flops out of synthesis: 147
  • Synthesis Warnings: 1
  • Unique masters post-synth: 85
  • XORs/XNORs by Area: 0.0886
  • Number of synthesized flops with an enable pin: 66
  • Top_reg_cell synth: dfxtp_1
  • Cell count after synthesis: 1360
  • Fa+ha+maj area frac: 0.131
  • Ys async rst share: 0
  • Syn_area_per_cell: 8.58 µm²
  • Yosys Instances: 1360
  • Seq/Total Area, Yosys: 0.309
  • And+or+nand+nor area frac: 0.245

Worst setup path
  • Crit. path cell count: 2
  • Worst setup SP type: input port
  • CP Max Fanout: 3
  • Crit. End Element: output port
  • Critical Path Slowest Stage Cell: clkdlybuf4s50_1
  • Worst Setup Path Type: in2out
  • Crit-path max cell delay: 0.50 ns
  • CP top delay family: buffers and inverters
  • Worst EP arrival: 4.48 ns
  • Reg2reg path depth: 16
  • CP most frequent cell: clkdlybuf4s50_1
  • Crit Reg-Reg Startpoint: prog_shift[0]$_SDFFE_PN0N_
  • Worst Path Buf+Inv: 2
  • CP cell instances: clkdlybuf4s50_1 > clkdlybuf4s50_1
  • Critical path launch point: prog_reset
  • CP required: 14.08 ns

Final layout
  • Area Overhead vs Synth: 8.29%
  • Layout cell share with drive strength beyond 1: 0.0536
  • Most instantiated logic cell after routing: nor2_1
  • Fin cells: 1745
  • Commonest non-fill, non-tap cells in the layout: nor2_1 (135), ha_1 (121), nand2_1 (94), xnor2_1 (89)
  • Fin area: 12600 µm²
  • Fillcell total: 2821

Final timing
  • Final setup violation count: 0
  • RSZ-0062 raised after global routing: no
  • Headroom to the max-slew limit: 0.421
  • Actual slew at the worst max-slew pin: 0.856 ns
  • Hold_ws: 0.459 ns
  • Final Max Slew Viols: 0
  • Final hold vios: 0
  • Clock Skew: 0.0109 ns
  • Setup TNS: 0 ns

Global routing
  • Global-route wire length before repair: 47100 µm
  • Gr usage total: 0.200
  • Number of global-route vias before repair: 9030
  • Gr ovfl total: 0
  • Initial antenna violation count: 0
  • Largest net degree at the start of global routing: 70

Hold path
  • Hold Path Class: reg2reg
  • Hold Crit Depth: 2
  • HP Start: prog_state_clk[1]$_DFF_P_

Job
  • Tool warnings: 26
  • Max Cap Viol: 0

Pwr
  • Power Total: 822 µW
  • Max IR drop VDD: 0.0514 mV
  • Lkg Pwr: 5.47 nW
  • Cell Pwr Density: 65.0 nW/µm²

Placed design
  • Placed Instances: 1713
  • RD Place Congestion: 0.931
  • IO buf count: 8
  • Area after DPL: 12100 µm²
  • Post-DP HPWL: 21700 µm
[metal layers]
layer	global-route usage	up-vias	routed length, µm
met1	0.300	4449	13600
met3	0.0334	32	1180
met2	0.316	168	13000
li1	-	4864	-
met5	0	-	0
met4	0.0347	0	578
[synth_stat cells (all sizes together) (18+ instances only)]
| library cell | instances | area, µm² |
|---|---|---|
| a21boi | 18 | 135 |
| a21o | 58 | 435 |
| a21oi | 63 | 315 |
| a31oi | 18 | 119 |
| and2 | 52 | 325 |
| and3 | 23 | 145 |
| clkbuf | 34 | 129 |
| dfxtp | 81 | 1620 |
| edfxtp | 66 | 1980 |
| ha | 121 | 1510 |
| inv | 80 | 300 |
| nand2 | 94 | 353 |
| nand2b | 19 | 119 |
| nand3 | 44 | 220 |
| nand4 | 37 | 231 |
| nor2 | 139 | 527 |
| nor2b | 39 | 244 |
| nor3 | 21 | 138 |
| o21ai | 70 | 350 |
| or3 | 24 | 155 |
| xnor2 | 89 | 780 |
| xor2 | 29 | 254 |
[state kept, by name (all words and copies together) (netlist names), 9 cells and up]
register and flops:
ctr_clk 33, ctr_io 33, IO_EDGE_TARGET 33, CLK_EDGE_TARGET 33
prog_shift 9
[power breakdown]
group	internal (mW)	total [mW]	switching [mW]
Sequential	0.369	0.380	0.0104
Clock	0.205	0.359	0.154
Combinational	0.0314	0.0837	0.0523
[path summary, 6_finish.rpt]
path | slack [ns] | endpoint
hold / removal | 0.46 | prog_state_clk[1]$_DFF_P_
min in group clk1 | 0.51 | ctr_io[24]$_SDFFE_PN0P_
setup reg to reg | 13.33 | CLK_EDGE_TARGET[31]$_SDFFCE_PP0P_
setup / recovery | 9.60 | led_out_3
hold reg to reg | 0.46 | prog_state_clk[1]$_DFF_P_
max in group clk1 | 11.39 | ctr_io[29]$_SDFFE_PN0P_
[layout make-up]
type                    count  area [µm²]  area share
multi-input cells        1087        7550       0.598
clock buffers              22         497      0.0393
inverters                  80         300      0.0238
clock inverters            10        75.1     0.00594
well taps                 384         480      0.0380
flip-flops and latches    147        3600       0.285
repair buffers             15         128      0.0101
[metrics by stage]
stage                     utilization  setup WS [ns]
after CTS                       0.440           9.59
after detailed placement        0.420           9.60
after floorplan                     -          10.46
after global placement          0.420           9.60
final                           0.440           9.60
after global routing            0.440           9.57
[cells by family after synthesis]
kind of cell / Yosys count
flops: 147
compound gates: 300
buf+inv: 126
fa+ha+maj: 123
simple gates: 538
xor+xnor: 118
mux: 8
Power and IR drop assume default switching activity.
